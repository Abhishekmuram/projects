===== /design/flow/config.mk =====
export PLATFORM = sky130hd
export DESIGN_NAME = apb_ram
export DESIGN_NICKNAME = apb_ram
export VERILOG_FILES = /design/flow/design.v
export SDC_FILE = /design/flow/constraint.sdc
export NUM_CORES = 4
export LEC_CHECK = 1
export CORE_UTILIZATION = 50

===== /design/flow/design.v =====
module apb_ram (
input presetn,
input pclk,
input psel,
input penable,
input pwrite,
input [31:0] paddr,pwdata,
output reg [31:0] prdata,
output reg pready,pslverr
);
reg [31:0] mem [32];
typedef enum {idle = 0, setup = 1, access = 2, transfer = 3}state_type;
state_type state = idle;
always@(posedge pclk)
   begin
       if(presetn == 1'b0)
        begin
        state <= idle;
        prdata <=32'h00000000;
        pready <= 0;
        pslverr <= 0;
        for(int i = 0; i < 32; i++) 
        begin
          mem[i] <= 0;
        end
        end
      else 
     begin
      case(state)
      idle : begin
        prdata <=32'h00000000;
        pready <= 0;
        pslverr <= 0;
       state<=setup;
      end
      setup : begin
      if(psel==1)
      state<=access;
      else
      state<=setup;
      end
      access : begin
    if(pwrite && penable)
      begin
      if(paddr < 32)
      begin
      mem[paddr]<=pwdata;
      state<=transfer;
      pslverr<=0;
      pready<=1;
      end
      else
      begin
      state<= transfer;
      pslverr<=1;
      pready<=1;
      end
      end
   else if(!pwrite && penable)
      begin
      if(paddr < 32)
      begin
      prdata<=mem[paddr];
      state<=transfer;
      pslverr<=0;
      pready<=1;
      end
      else
      begin
      state<= transfer;
      pslverr<=1;
      pready<=1;
      end
      end
   else
    state<=setup;
   end
        transfer: begin
          state <= setup;
          pready <= 1'b0;
          pslverr <= 1'b0;
        end       
      default state<=idle;
endcase
end
end
endmodule

===== /design/flow/run.sh =====
#!/bin/bash
# OpenROAD 26Q1-2900-gdf79404cd8, Yosys 0.63+post, stock flow scripts
make -C /OpenROAD-flow-scripts/flow DESIGN_CONFIG=/design/flow/config.mk WORK_HOME=/design/flow/orfs finish

===== /design/flow/constraint.sdc =====
current_design apb_ram

set clk_period 37.7
set clk_io_pct 0.2

create_clock -name clk0 -period $clk_period [get_ports {pclk}]

set non_clock_inputs [all_inputs -no_clocks]
set_input_delay [expr $clk_period * $clk_io_pct] -clock clk0 $non_clock_inputs
set_output_delay [expr $clk_period * $clk_io_pct] -clock clk0 [all_outputs]

==> design notes <==
The post-CTS setup buffer count came out at 0. For the tightest slew margin relative to the limit, the log shows 0.1444. The number of gates resized after cts is 0, and the pin count of the biggest net entering global routing is 97. Per the OpenROAD floorplan log, the area of the die is 96330 um^2. The mean post-synth cell area was 13.80 um^2; the share of flip-flops with an asynchronous set or reset was 0. After routing the design area is 54010 um^2.

Die boundary width: 310.4 um. STA classifies the critical path endpoint as a flip-flop. The tools report the critical path data required time as 38.26 ns. After clock tree synthesis, the clock-pin slew on the worst setup and hold paths is 0.06 ns. Post-detailed-route via-to-cell ratio: 5.728. The run gives 12.21 ns for the signal arrival time at the worst endpoint. Per the synth stats, the flop cell with the highest instance count is sky130_fd_sc_hd__edfxtp_1. The total count of hold-check failures in the final report was 0. Dominant cell by count in the synthesized netlist: sky130_fd_sc_hd__and2_1. Cell type with the largest total area after synthesis: sky130_fd_sc_hd__edfxtp_1. For this design the ratio of total power to cell area is 47.04 nW/um^2. Sorting the synthesized cells by how often they occur yields sky130_fd_sc_hd__and2_1, sky130_fd_sc_hd__edfxtp_1, sky130_fd_sc_hd__mux2i_1. Hold-fix buffer count after cts: 0. The number of enable flip-flop cells was 1024. Overall via count from detail_route: 27670.

By area the synthesized netlist is led by sky130_fd_sc_hd__edfxtp_1, sky130_fd_sc_hd__and2_1, sky130_fd_sc_hd__mux2i_1. Instance area at placement: 50450 um^2. The flow measured a signed area growth from synthesis to layout of 13.60%. The global-route wire length before repair came out at 191.9 mm. With the number of sinks handled by clock tree synthesis at 1060, the final setup skew is 0.01680 ns. After synthesis, the netlist uses 35 different library cells. Per the CTS log, the root buffer master is sky130_fd_sc_hd__clkbuf_16. The area of the core is 93750 um^2, and the top-area cell type share of the netlist area is 0.6467. The post-synthesis chip area from yosys was 47550 um^2; the maximum fanout along the worst path was 62. The run gives 1 for the tally of yosys warning messages.

Ratio of final minimum period to clock period: 0.3091. After synthesis, the design contains 3445 cells according to Yosys. Adding up every negative setup slack in the final design gives 0 ns. The type recorded for the worst min-delay path is reg -> reg. The run gives 310.4 um for the die extent in y. The worst setup path is launched from a primary input. Counting flops and latches in the post-synthesis netlist gives 1060. Port buffering added 102 buffers. The tools report the clock latency of the later-clocked register in the worst-skew pair as 0.68 ns. The overall routing resource usage was 0.3103. The script parses the final routing iteration and logs DRC violations as 0. TritonCTS built the clock tree. After floorplanning, the core was divided into 112 placement rows.

In the post-route report, total wirelength is listed as 133.4 mm. The highest attainable clock frequency was 85.83 MHz; the slew at the pin closest to its max-slew limit was 1.272 ns. For this run, the detailed router's first-pass iteration total came to 7.

The tools report the number of placed I/O pins as 103. The leakage power in the latest report is 20.72 nW. The run gives 1408 as the violation tally from detailed-route iteration zero. The run gives 0.1114 for the fraction of layout instances using a drive strength above 1. The placement summary gives the final routability congestion estimate as 0.8692. CTS added clock buffers totalling 111.

The run gives 0 as the number of pins exceeding their max-slew limit in the final report. Looking at the setup timing report, the critical path kind is in -> reg. Across the run, the number of max-cap violations was 0. The flow ran to the end, and the final reports show no timing, DRC or antenna violations. The share of synthesized area occupied by flip-flops and latches is 0.6619. The level count of the clock H-tree came out at 3. Detailed-placement wirelength estimate: 71.97 mm.

Setup repair after global routing left no endpoint under its margin. The logs give 4 for the initial antenna violation count and 0.03675 mV for the peak ir drop on the vdd network. The per-cell routed wire length was 27.62 um. With the leftover overflow at the end of global routing at 0, the post-synthesis cell area is 47550 um^2. With the number of standard cells after synthesis at 3445, the number of warnings in the stage logs is 28.

The post-layout minimum cycle time is 11.65 ns. Per the finish-stage timing summary, setup violations number 0. The tools report the number of buffers on the longest clock path as 3. Once detail routing completed, the nets flagged for antenna violations numbered 0. With the starting utilization of the core area at 0.5072, the number of global-route vias before repair is 28470.
==> metal layers <==
layer | track usage | vias to the layer above | share of wire
met5 | 0.01820 | - | 0.0012
met4 | 0.07034 | 6 | 0.027
met3 | 0.2002 | 246 | 0.15
met2 | 0.4527 | 1474 | 0.46
met1 | 0.4110 | 13320 | 0.36
li1 | - | 12620 | -
==> worst paths after layout <==
check                           slack [ns]          end  depth (start not counted)  startpoint
worst max-delay path                 26.05   prdata[22]                          9    paddr[1]
worst min-delay path                  0.48       pready                          2      pready
worst max register to register       34.22  mem[15][11]                          6    state[0]
worst min register to register        0.48       pready                          2      pready
==> cell usage in the layout, fill, tap and decap left out, drive strengths merged, types with 3 or more instances in the layout <==
cell / n
ha: 3
edfxtp: 1024
clkbuf: 151
mux2i: 512
inv: 7
o21ai: 33
nand2: 39
nand2b: 3
clkdlybuf4s50: 100
and2: 1026
dfxtp: 36
nor2: 36
bufinv: 8
nand4: 4
o22ai: 257
buf: 157
nand4bb: 6
nand4b: 5
or4b: 4
nand3: 3
clkinv: 41
nor4: 70
a22o: 32
==> worst max-delay path: stages <==
cell	delay, ns
sky130_fd_sc_hd__buf_8	0.45
sky130_fd_sc_hd__buf_4	0.72
sky130_fd_sc_hd__buf_4	0.72
sky130_fd_sc_hd__buf_4	0.73
sky130_fd_sc_hd__mux2i_1	0.29
sky130_fd_sc_hd__o22ai_1	0.11
sky130_fd_sc_hd__nor4_1	1.08
sky130_fd_sc_hd__nand2_1	0.16
sky130_fd_sc_hd__a22o_1	0.25
==> cell type report <==
cell class | instances | area [um^2]
multi-input combinational | 2048 | 15210
clock buffer | 148 | 3060
fill | 6971 | 39740
antenna | 2 | 5.005
sequential | 1060 | 31470
timing repair buffer | 260 | 2215
tap | 1254 | 1569
clock inverter | 53 | 466.7
inverter | 5 | 18.77
==> flip-flops by register name, indices dropped and copies added (netlist names) <==
| signal | cells |
|---|---|
| pslverr | 1 |
| state | 2 |
| pready | 1 |
| mem | 1024 |
| prdata | 32 |
==> where the power goes <==
part | switching (mW) | internal (mW) | total, mW
registers | 0.00857 | 1.32 | 1.33
logic | 0.104 | 0.0473 | 0.151
clock network | 0.438 | 0.620 | 1.06
==> metrics by stage <==
step | total power, mW | instances | setup WS (ns) | util | hold WS, ns
2_1_floorplan | 1.439 | 3445 | 26.11 | - | 0.4195
3_3_place_gp | 1.504 | 4624 | 25.52 | 0.5381 | 0.4610
3_5_place_dp | 1.507 | 4624 | 25.49 | 0.5381 | 0.4664
4_1_cts | 2.556 | 4825 | 26.20 | 0.5757 | 0.4797
5_1_grt | 2.613 | 4828 | 25.78 | 0.5761 | 0.5066
6_report | 2.541 | 4830 | 26.05 | 0.5761 | 0.4759
==> cell families (layout without fill, tap and decap cells) <==
family                     count (synthesis)  after routing  share of synthesized area
and+or+nand+nor                         1207           1207                     0.1573
DFF                                     1060           1060                     0.6619
muxes                                    512            512                     0.1078
buffers and inverters                    337            466                    0.02855
AOI/OAI and AO/OA                        326            326                    0.04371
adders and majority gates                  3              3                  0.0007895
other                                      0              2                          0
Power is estimated from default activity; no workload was simulated.
